==> design.v <==
module tenHzDiv(tenHz,enable,clk,reset);
	output tenHz;        
	input  enable;       
	input  clk,reset;   
	reg [23:0] S,nS;
	always @(posedge clk)begin
		if(reset)begin
			S <= 24'd0;
		end
		else begin
			S <= nS;
		end
	end
	always @(S,enable)begin
		if(enable)begin
			nS = (S < 24'd10_000_001)? S+1:0;
		end 
		else begin
			nS = S;
		end
	end
	assign tenHz = (S == 24'd10_000_000);
endmodule
==> run.sh <==
#!/bin/bash
# OpenROAD 26Q1-2900-gdf79404cd8, Yosys 0.63+post, stock flow scripts
make -C /OpenROAD-flow-scripts/flow DESIGN_CONFIG=/design/flow/config.mk WORK_HOME=/design/flow/orfs finish
==> config.mk <==
export PLATFORM = sky130hd
export DESIGN_NAME = tenHzDiv
export DESIGN_NICKNAME = tenHzDiv
export VERILOG_FILES = /design/flow/design.v
export SDC_FILE = /design/flow/constraint.sdc
export NUM_CORES = 4
export LEC_CHECK = 1
export CORE_UTILIZATION = 30
==> constraint.sdc <==
current_design tenHzDiv

set clk_period 2.5
set clk_io_pct 0.2

create_clock -name clk0 -period $clk_period [get_ports {clk}]

set non_clock_inputs [all_inputs -no_clocks]
set_input_delay [expr $clk_period * $clk_io_pct] -clock clk0 $non_clock_inputs
set_output_delay [expr $clk_period * $clk_io_pct] -clock clk0 [all_outputs]
==> impl_metrics.sql <==
-- flow metrics import
INSERT INTO impl_metrics (metric_group, metric, value, unit) VALUES
('hold_path', 'worst_hold_path.endpoint', 'S[22]', ''),
('setup_path', 'worstReg2RegStart', 'S[21]', ''),
('logic_synthesis', 'synth.yosys.seq_area_share', '37.5', '%'),
('placement', 'hpwl', '1.74', 'mm'),
('logic_synthesis', 'synth_register_bits', '24', ''),
('final_timing', 'fmax', '485', 'MHz'),
('routing', 'routed_via_density', '4.96', ''),
('logic_synthesis', 'top_area_share', '37.5', '%'),
('final_timing', 'finalSetupViolations', '0', ''),
('floorplanning', 'fp.coreArea', '4060', 'sq um'),
('setup_path', 'worst-endpoint-required', '2.00', 'ns'),
('global_route', 'grt_max_degree', '20', ''),
('logic_synthesis', 'post-synth-top-area-cell', 'sky130_fd_sc_hd__dfxtp_1', ''),
('setup_path', 'max_stage_delay', '0.33', 'ns'),
('final_timing', 'max_slew.worst_pin.slew', '0.325', 'ns'),
('hold_path', 'class_of_the_worst_hold_path', 'flip-flop to flip-flop', ''),
('clock_tree', 'number_of_h_tree_branching_levels', '1', ''),
('logic_synthesis', 'netlist_instances', '153', ''),
('global_route', 'antenna_found_initial', '0', ''),
('floorplanning', 'die_height', '67.3', 'microns'),
('logic_synthesis', 'netlist.top_cell.by_instances', 'sky130_fd_sc_hd__nor2_1', ''),
('routing', 'route.antenna.diode_count', '0', ''),
('setup_path', 'r2r_cells', '8', ''),
('logic_synthesis', 'yosys.stat.chipArea', '1280', 'sq um'),
('floorplanning', 'die_width', '67.3', 'microns'),
('routing', 'vias', '1051', ''),
('final_timing', 'grt_setup_unrepaired', 'no', ''),
('clock_tree', 'clock.latency.late_pin', '0.26', 'ns'),
('global_route', 'grt_pass1_vias', '925', ''),
('logic_synthesis', 'synth.cell_area', '1280', 'sq um'),
('clock_tree', 'tritoncts', 'done', ''),
('final_timing', 'drv_slew', '0', ''),
('logic_synthesis', 'synth_warnings', '1', ''),
('logic_synthesis', 'synth_area_per_cell', '8.37', 'sq um'),
('global_route', 'global_route.overflow_total', '0', ''),
('routing', 'drt-wirelength-per-cell', '11.6', 'microns'),
('power_and_ir_drop', 'max-vdd-ir-drop', '0.000375', 'V'),
('setup_path', 'critPathMaxFanout', '3', ''),
('global_route', 'grt_first_pass_wirelength', '4.28', 'mm'),
('logic_synthesis', 'number_of_distinct_library_cells_after_synthesis', '37', ''),
('final_timing', 'max_slew_margin', '78.1', '%'),
('clock_tree', 'clk_root_buffer_cell', 'sky130_fd_sc_hd__clkbuf_8', ''),
('setup_path', 'path_cells', 'or2_4, nor4_4, nand3_2, nor4_2, dlymetal6s2s_1', ''),
('final_layout', 'post_route_cells_drive_above_1_share', '13.6', '%'),
('final_timing', 'hold_viol_final', '0', ''),
('logic_synthesis', 'edf_count', '0', ''),
('logic_synthesis', 'area_leaders', 'sky130_fd_sc_hd__dfxtp_1, sky130_fd_sc_hd__nor2_1, sky130_fd_sc_hd__xor2_1, sky130_fd_sc_hd__xnor2_1, sky130_fd_sc_hd__nand3_1', ''),
('placement', 'numPortBuffers', '3', ''),
('setup_path', 'rr_endpoint', 'S[17]', ''),
('power_and_ir_drop', 'total_leakage_power', '0.549', 'nW'),
('routing', 'drt_first_pass_iters', '4', ''),
('final_layout', 'finished_layout_cells', '212', ''),
('final_timing', 'clock-skew-final', '0.00374', 'ns'),
('setup_path', 'crit_type', 'flip-flop to primary output', ''),
('run', 'cap_violations', '0', ''),
('routing', 'route.antenna.remaining_nets', '0', ''),
('global_route', 'gr-usage-all-layers', '12.5', '%'),
('clock_tree', 'clockBufferDepth', '2', ''),
('final_timing', 'layout_worst_path_cycle_share', '82.5', '%'),
('setup_path', 'critical_path.endpoint_type', 'primary output', ''),
('setup_path', 'critical-path-top-delay-family', 'simple AND/OR/NAND/NOR gates', ''),
('routing', 'routed_wl', '2.47', 'mm'),
('clock_tree', 'numCtsBuffers', '3', ''),
('floorplanning', 'io_pins', '4', ''),
('setup_path', 'crit_buf_inv', '1', ''),
('clock_tree', 'clk_pin_slew', '0.08', 'ns'),
('placement', 'finalWeightedCongestion', '0.826', ''),
('hold_path', 'hold_path_startpoint', 'S[22]', ''),
('floorplanning', 'fp-utilization', '31.5', '%'),
('status', 'run_status', 'finished, final reports clean', ''),
('power_and_ir_drop', 'power.density', '467', 'nW/um^2');
-- cells in the final DEF, fill, tap and decap left out, types with 2 or more instances in the layout --
cell type                          n
sky130_fd_sc_hd__dfxtp_2           2
sky130_fd_sc_hd__inv_1             5
sky130_fd_sc_hd__ha_1              2
sky130_fd_sc_hd__nand2_1          12
sky130_fd_sc_hd__xnor2_1           7
sky130_fd_sc_hd__a21o_1            3
sky130_fd_sc_hd__dfxtp_1          21
sky130_fd_sc_hd__and4_1            2
sky130_fd_sc_hd__a21oi_1           3
sky130_fd_sc_hd__buf_4             6
sky130_fd_sc_hd__clkbuf_8          4
sky130_fd_sc_hd__nor3_1            2
sky130_fd_sc_hd__nand3_1          11
sky130_fd_sc_hd__and2_1            3
sky130_fd_sc_hd__nand4b_1          2
sky130_fd_sc_hd__nor4_2            2
sky130_fd_sc_hd__clkdlybuf4s50_1   2
sky130_fd_sc_hd__nand4_1           7
sky130_fd_sc_hd__nand2b_1          2
sky130_fd_sc_hd__xor2_1           12
sky130_fd_sc_hd__nor2_1           29
sky130_fd_sc_hd__and3_1            4
-- power breakdown --
group          switching [mW]  total [mW]  internal [mW]
sequential            0.00247       0.387          0.385
combinational          0.0214      0.0400         0.0186
clock                   0.122       0.262          0.141
-- layout make-up --
class	instances	area (sq um)
Inverter	5	18.8
Clock buffer	4	55.1
Sequential cell	24	487
Tap cell	50	62.6
Fill cell	402	2580
Multi-Input combinational cell	120	774
Timing Repair Buffer	9	77.6
-- kinds of logic after synthesis --
logic type | share of synthesized area [%]
flip-flops | 37.5
buffers and inverters | 4.20
adder cells (fa/ha/maj) | 1.95
AND/OR/NAND/NOR | 35.9
AND-OR/OR-AND | 7.43
XOR/XNOR | 13.0
-- per-layer routing --
layer	part of all wire, %	routed length, microns	up-vias	track usage (%)
li1	-	-	546	-
met1	52	1290	491	18.4
met2	44	1080	12	19.5
met3	3.1	77	2	3.08
met4	0.85	21	0	0.798
met5	0	0	-	0
-- how the worst max path moves through the flow --
| stage | cells past startpoint | start | slack [ns] | end |
|---|---|---|---|---|
| final | 5 | S[21] | 0.44 | tenHz |
| after global routing | 5 | S[21] | 0.30 | tenHz |
| after CTS | 5 | S[0] | 0.009 | tenHz |
-- through the flow --
stage	setup WS, ns	hold slack, ns	utilization (%)	total power [mW]	instance area [sq um]
2_1_floorplan	0.656	0.486	-	0.425	1280
3_3_place_gp	0.254	0.511	33.5	0.433	1360
3_5_place_dp	0.231	0.517	33.5	0.433	1360
4_1_cts	0.00929	0.542	35.5	0.700	1440
5_1_grt	0.304	0.564	36.4	0.714	1480
6_report	0.437	0.545	36.4	0.689	1480
-- worst register-to-register path, delay by kind of cell (launching register included) --
kind | cells | cell delay [ns]
compound gates | 2 | 0.38
buf+inv | 2 | 0.38
flops | 1 | 0.33
simple gates | 4 | 0.73
-- what timing repair did --
| action | 4_1_cts | 5_1_grt |
|---|---|---|
| pin swaps | 0 | 3 |
| setup endpoints to repair | 1 | 1 |
| setup buffers | 2 | 1 |
| resized | 4 | 7 |
| hold endpoints to repair | 0 | 0 |
Power and IR drop assume default switching activity.
