### flow/design.v
module rotationCounter(sendDone,genDone,clk,reset);
	output sendDone;	 
	input genDone;		 
	input clk,reset;	 
	reg [6:0] S,nS;		 
	always @(posedge clk)begin
		if(reset)begin
			S <= 7'd0;
		end
		else begin
			S <= nS;
		end
	end
	always @(S,genDone)begin
		if(S < 7'd97)begin
			nS = genDone? S+1:S;
		end
		else begin
			nS = 0;
		end
	end
	assign sendDone = (S==96);
endmodule
### flow/run.sh
#!/bin/bash
# OpenROAD 26Q1-2900-gdf79404cd8, Yosys 0.63+post, stock flow scripts
make -C /OpenROAD-flow-scripts/flow DESIGN_CONFIG=/design/flow/config.mk WORK_HOME=/design/flow/orfs finish
### flow/config.mk
export PLATFORM = sky130hd
export DESIGN_NAME = rotationCounter
export DESIGN_NICKNAME = rotationCounter
export VERILOG_FILES = /design/flow/design.v
export SDC_FILE = /design/flow/constraint.sdc
export NUM_CORES = 4
export LEC_CHECK = 1
export CORE_AREA = 10 10 70 70
export DIE_AREA = 0 0 80 80
### flow/constraint.sdc
current_design rotationCounter

set clk_period 1.3
set clk_io_pct 0.2

create_clock -name clk0 -period $clk_period [get_ports {clk}]

set non_clock_inputs [all_inputs -no_clocks]
set_input_delay [expr $clk_period * $clk_io_pct] -clock clk0 $non_clock_inputs
set_output_delay [expr $clk_period * $clk_io_pct] -clock clk0 [all_outputs]
==> ci_impl_report.md <==
### Metrics collected by this job

| Metric | Value |
|---|---|
| Unique cell types | 20 |
| Initial antenna violation count | 0 |
| Period utilisation layout | 100% |
| Clock buffer depth | 2 |
| First-pass GRT wire length | 1.50 mm |
| Syn avg cell area | 9.02 um^2 |
| Sequential share of the synthesized area | 39.9% |
| Post-Layout Cell Count | 105 |
| Count of endpoints failing hold in the final timing report | 0 |
| Routed wire length | 823 um |
| Placeable core area | 3420 um^2 |
| Largest regs | S (7) |
| Die area | 6400 um^2 |
| Total leakage power | 0.252 nW |
| PortBufs | 3 |
| Cell count of the worst reg-to-reg path | 4 |
| Mean routed wirelength per cell | 7.84 um |
| Max-Cap Viols | 0 |
| # setup viols final | 1 |
| GRT Overall Usage | 2.83% |
| Final instance area | 598 um^2 |
| Status | complete, but fails checks |
| Fin Setup TNS | -0.00645 ns |
| DRT iter0 DRCs | 3 |
| Worst slew pin tran | 0.157 ns |
| Setup Skew | 0.00343 ns |
| Largest net degree at the start of global routing | 7 |
| DR vias | 335 |
| Hold depth | 4 |
| Pwr Density | 824 nW/um^2 |
| CTS tree | done |
| Synth Instances | 39 |
| Minimum clock period | 1.31 ns |
| CP Launch Point | S[2]$_SDFFE_PP0P_ |
| Worst-path fanout max | 2 |
| Vias in the first global route | 361 |
| WS Path Type | reg -> out |
| Failing checks | negative setup slack |
| PnR worst setup slack | -0.00645 ns |
| Reg-to-Reg End | S[5]$_SDFFE_PP0P_ |
| Total CTS buffers | 3 |
| Clock-pin slew on the worst setup and hold paths | 0.05 ns |
| CTS root buf | clkbuf_4 |
| Die Y | 80 um |
| Max reg flops | 7 |
| Most flop-heavy register | S |
| Share of layout cells above drive strength 1 | 47.5% |
| Hold Startpoint | genDone |
| Total power | 0.493 mW |
| Netlist Area Pre-Place | 352 um^2 |
| DP Area | 526 um^2 |
| Synth Register Bits | 7 |
| Worst hold slack | 0.475 ns |
| Critical R2R Launch | S[2]$_SDFFE_PP0P_ |
| Max Slew Vio Count | 0 |
| Final HPWL DP | 646 um |
| Internal reg-to-reg setup slack | 0.07 ns |
| Worst skew pair latency | 0.25 ns |
| Worst min-delay path class | in -> reg |
| Peak VDD IR | 0.276 mV |
| Crit path required time | 1.04 ns |
| DRC Markers | 0 |
| Yosys warnings | 1 |
| CP endpoint kind | output port |
| Unrepaired setup endpoints after global routing | true |
| Global route overflow | 0 |
| Type of origin of the critical path | register |
| Die width | 80 um |
| CP arrival | 1.05 ns |
| Via/cell ratio | 3.19 |
| GP Congestion | 0.792 |
| Dpl cells | 99 |
| Tool warning count | 28 |
| H-tree level count | 1 |
| Core Util, Final | 17.5% |
| Min-Delay Endpoint | S[5]$_SDFFE_PP0P_ |
| CTS Sinks | 7 |
| P&R area growth vs syn | 70.1% |
| Fmax | 765 MHz |
| Cell row count | 21 |
| FP Core Util | 10.3% |
| Final antenna-violating net count | 0 |
| # hold bufs at CTS | 0 |
| Chip Area, Yosys | 352 um^2 |
| I/O pins | 4 |
| Pre-CTS worst setup slack | -0.240 ns |
| N_diodes | 0 |
| DR pass1 iterations | 4 |
| Yosys stat cell total | 39 |
| Slew headroom | 89.5% |
[Yosys cell counts]
library cell | number | area, um^2
o21ai_0 | 2 | 10.0
xnor2_1 | 1 | 8.76
and2b_2 | 1 | 8.76
or4_1 | 1 | 7.51
xor2_1 | 3 | 26.3
dfxtp_1 | 7 | 140
nand4_1 | 1 | 6.26
a21boi_0 | 1 | 7.51
nor2_1 | 1 | 3.75
ha_1 | 2 | 25.0
mux2i_1 | 1 | 10.0
nor3_1 | 6 | 30.0
and4_1 | 1 | 8.76
clkbuf_1 | 1 | 3.75
o21bai_1 | 1 | 7.51
nand2_1 | 4 | 15.0
nand4_2 | 1 | 12.5
nor3b_1 | 1 | 7.51
inv_1 | 2 | 7.51
a21oi_1 | 1 | 5.00
[report_power, final]
part	internal (mW)	switching, mW
sequential	0.223	0.00422
combinational	0.0371	0.0316
clock	0.117	0.0797
total	0.377	0.116
[timing repair]
action / CTS / global route
endpoints found under the setup margin: 1 / 4
buffers inserted: 1 / 1
pin swaps: 3 / 3
resized: 10 / 4
hold endpoints to repair: 0 / 0
[area by class of cell]
class                      count  area, um^2
timing repair buffer          17         133
tap                           46        57.6
sequential                     7         145
inverter                       2        7.51
clock buffer                   4        26.3
fill                         393        2820
multi-input combinational     29         229
[critical path, cell delays in order (launching register included)]
cell and delay (ns):
dfxtp_2 0.33, nor3_4 0.17, and4_1 0.20, buf_2 0.10
[routing by layer]
metal  GRT usage, %  part of all wire, %  vias to the layer above
met3           1.36                  6.7                        0
met2           4.49                   44                        5
met1           3.34                   50                      153
met4          0.704                    0                        0
li1               -                    -                      177
met5              0                    0                        -
[worst max-delay path by stage]
stage                       to  depth (start not counted)
after CTS             sendDone                          4
after global routing  sendDone                          3
final                 sendDone                          3
[logic make-up (layout without fill, tap and decap cells)]
| family | after synthesis | after routing | synth area share, % |
|---|---|---|---|
| flops | 7 | 7 | 39.9 |
| mux | 1 | 1 | 2.85 |
| compound gates | 5 | 5 | 8.54 |
| fa+ha+maj | 2 | 2 | 7.12 |
| buf+inv | 3 | 23 | 3.20 |
| simple gates | 17 | 17 | 28.5 |
| xor+xnor | 4 | 4 | 9.97 |
[cell usage in the layout (no fill, tap or decap), drive strengths merged, types with 2 or more instances in the layout]
cell type | Yosys | routed
xor2 | 3 | 3
dfxtp | 7 | 7
nor3 | 6 | 6
nand2 | 4 | 4
inv | 2 | 2
o21ai | 2 | 2
clkbuf | 1 | 4
buf | 0 | 15
ha | 2 | 2
nand4 | 2 | 2
Power and IR drop assume default switching activity.
