==> /design/flow/design.v <==
module bitGenerator(theBit,genDone,genMode,doGen,clk,reset);
	output theBit;		  
	output genDone;		  
	input [1:0] genMode;  
	input doGen;		  
	input clk,reset;	  
	reg [6:0] S;		  
	reg theBit;
	parameter   genZero = 2'b10, genOne = 2'b11, genRet = 2'b00, genNone = 2'b01;
	always @(posedge clk)begin
		if(reset)begin
			S <= 7'd0;
		end
		else if(doGen)begin
			S <= (S < 7'd121)? S+1:7'd0;
		end
		else begin
			S <= 7'd0;
		end
	end
	always @(genMode,S)begin
		case(genMode)
			genZero: theBit = (S < 7'd51)? 1:0;  
			genOne:  theBit = (S < 7'd71)? 1:0;  
			genRet:	 theBit = 1'b0;         
			genNone: theBit = 1'b0;
			default: theBit = 1'b0;
		endcase
	end
	assign genDone = (S == 7'd120);
endmodule
==> /design/flow/run.sh <==
#!/bin/bash
# OpenROAD 26Q1-2900-gdf79404cd8, Yosys 0.63+post, stock flow scripts
make -C /OpenROAD-flow-scripts/flow DESIGN_CONFIG=/design/flow/config.mk WORK_HOME=/design/flow/orfs finish
==> /design/flow/config.mk <==
export PLATFORM = sky130hd
export DESIGN_NAME = bitGenerator
export DESIGN_NICKNAME = bitGenerator
export VERILOG_FILES = /design/flow/design.v
export SDC_FILE = /design/flow/constraint.sdc
export NUM_CORES = 4
export LEC_CHECK = 1
export CORE_AREA = 10 10 70 70
export DIE_AREA = 0 0 80 80
==> /design/flow/constraint.sdc <==
current_design bitGenerator

set clk_period 1.9
set clk_io_pct 0.2

create_clock -name clk0 -period $clk_period [get_ports {clk}]

set non_clock_inputs [all_inputs -no_clocks]
set_input_delay [expr $clk_period * $clk_io_pct] -clock clk0 $non_clock_inputs
set_output_delay [expr $clk_period * $clk_io_pct] -clock clk0 [all_outputs]
==> results.yml <==
# flow metrics
run_status:
  status: "completed"
global_route:
  grt_max_degree: 10
  grt_pass1_wl_mm: 1.373
  antenna_found_initial: 0
  grt.total_usage_pct: 2.744
  grt_overflow: 0
  grt_pass1_vias: 340
clocking:
  cts_setup_buffers: 0
  cts_root_buffer: "clkbuf_4"
  cts_made_buffers: 3
  cts_tree: "done"
  holdBufCountCts: 0
  htree_levels: 1
  clkTransAtPathRegs_ps: 50
  clockBufferDepth: 2
  clock_latency_ps: 250
  cts.sinks: 7
die:
  fp_util_pct: 11.17
  num_io_pins: 7
  core_region_area_um2: 3416
  row_count: 21
  chipWidth_um: 80
  dieHeight_um: 80
  dieArea_um2: 6400
critical_path:
  worst_setup_path_start_kind: "flop"
  cp-startpoint: "S[3]$_SDFF_PP0_"
  arrival_ps: 1470
  r2r_start: "S[4]$_SDFF_PP0_"
  reg2reg_slack_ps: 390
  cp.buffers_inverters: 1
  crit_chain: "or4b_1, o21ai_1, o311a_1, buf_2"
  crit_required_ps: 1520
  r2r_cells: 5
  r2r_end: "S[2]$_SDFF_PP0_"
  worst-path-stages: 4
  cp_top_family: "simple AND/OR/NAND/NOR gates"
  crit_end: "theBit"
  critical_path.max_fanout: 2
  slowest_stage: "or4b_1"
  critPathMaxStageDelay_ps: 520
  worstSetupPathType: "flop to primary output"
  cp-end-kind: "primary output"
cells_and_area:
  fin_area_um2: 551.8
  largest_reg_flops: 7
  reg.largest.list: "S: 7 flops"
  drive_gt1_share_pct: 17.74
  fillers: 395
  syn_to_final_growth_pct: 44.59
  logic_area_um2: 221.5
  seq_area_um2: 141.4
  top_register: "S"
  final_cells: 108
yosys:
  avgSynthCellArea_um2: 7.788
  top_area_share_pct: 36.72
  yosysUniqueCellTypes: 24
  async_flop_share_pct: 0
  postSynthSeqShare_pct: 36.72
  numSynthFlops: 7
  area_leaders: "dfxtp_1 37%, ha_1 6.6%, o21ai_0 6.6%, nand2_1 4.9%, nor2_1 4.9%"
  ys.flop_type: "dfxtp_1"
  syn_inst: 49
  ys_cells: 49
  yosys_warnings: 1
  top_cell: "dfxtp_1"
  enable_flop_cells: 0
  synth_area_um2: 381.6
  yosys-stat-area_um2: 381.6
  largest_area_cell: "dfxtp_1"
  synthTopCellsByCount: "7 x dfxtp_1, 5 x nand2_1, 5 x nor2_1, 5 x o21ai_0, 4 x inv_1"
final_timing:
  fin_crit_ps: 1848
  rsz0062_at_grt: "yes"
  finalHoldViolations: 0
  worst_pin_slew_ps: 588.0
  finalSetupViolations: 0
  max_freq_mhz: 541.1
  final.setup_skew_ps: 7.113
  whs_ps: 532.6
  slew_violations: 0
  fin_crit_sh_pct: 97.27
  relSlewSlack_pct: 60.39
route:
  routed_wl_um: 814
  first_iter_violations: 23
  drc_errors: 0
  via_count: 372
  first_pass_iters: 4
  final_antenna_net_count: 0
  routed_via_density: 3.444
  wl_per_cell_um: 7.537
  n_antenna_cell: 0
placed_design:
  dp_hpwl_um: 618
  dp_cells: 104
  gp_congestion: 0.8054
  port_buffers: 6
  postPlaceCellArea_um2: 526.8
pwr:
  total_power_uw: 307.0
  p_leak_nw: 0.2227
  power.density_nw_per_um2: 556.4
  ir_drop_mv: 0.1619
run:
  max-cap-violations: 0
  warnings: 27
min_path:
  min_path_type: "flop to flop"
## layer usage
| metal | share of wire [%] | vias to the layer above | track usage [%] |
|---|---|---|---|
| met3 | 15 | 2 | 2.727 |
| li1 | - | 196 | - |
| met4 | 0.98 | 0 | 0.7042 |
| met1 | 48 | 162 | 3.295 |
| met5 | 0 | - | 0 |
| met2 | 36 | 12 | 3.291 |
## cell usage in the layout, fill, tap and decap left out, drive strengths merged
cell type and instances:
clkbuf 4, a21oi 2, nand3 3, or3 1, xor2 1, nand4 1
nor2b 1, a31oi 1, or4b 1, dfxtp 7, o21ai 6, buf 6
and3 1, o311a 1, nand2 5, nor2 5, xnor2 1, clkdlybuf4s50 3
a21o 1, nor3 1, o211a 1, dlygate4sd2 2, nor3b 1, inv 4
ha 2
## worst min path at each step
stage | start | end | slack, ps | cells after the start
after CTS | S[0]$_SDFF_PP0_ | S[0]$_SDFF_PP0_ | 540 | 1
after global routing | S[0]$_SDFF_PP0_ | S[0]$_SDFF_PP0_ | 580 | 1
final | S[0]$_SDFF_PP0_ | S[0]$_SDFF_PP0_ | 530 | 1
## layout make-up
class / instances / area share [%]
multi-input cells: 36 / 40.14
flip-flops and latches: 7 / 25.62
repair buffers: 11 / 16.33
well taps: 46 / 10.43
clock buffers: 4 / 4.762
inverters: 4 / 2.721
## where the power goes
part           internal (mW)  switching [mW]  leakage, nW
Clock                 0.0800          0.0526       0.0150
Sequential             0.149         0.00383       0.0572
Combinational         0.0131         0.00827        0.150
Total                  0.242          0.0647        0.223
## stage by stage
stage	util, %	setup TNS, ps	setup WS [ps]
floorplan	-	0	430.0
finish	16.15	0	51.94
global route	16.15	-20.13	-20.13
global placement	15.42	-499.3	-499.3
CTS	16.15	0	38.68
detailed placement	15.42	-513.5	-513.5
## cell families after synthesis
kind of cell | share of synthesized area (%)
compound gates | 19.34
xor+xnor | 4.591
fa+ha+maj | 6.556
buf+inv | 6.554
flops | 36.72
simple gates | 26.23
## timing repair
action	in CTS	in global routing
endpoints found under the setup margin	2	1
pin swaps	5	3
gates resized	7	0
cloned	0	0
No activity file was given, so power comes from the tool's default toggle rates.
